`./config.mk`:
```
export PLATFORM = sky130hd
export DESIGN_NAME = pc_reg
export DESIGN_NICKNAME = pc_reg
export VERILOG_FILES = /design/flow/design.v
export SDC_FILE = /design/flow/constraint.sdc
export NUM_CORES = 4
export LEC_CHECK = 1
export CORE_UTILIZATION = 30
```
`./constraint.sdc`:
```
current_design pc_reg

set clk_period 1.0
set clk_io_pct 0.2

create_clock -name clk0 -period $clk_period [get_ports {clk_im}]

set non_clock_inputs [all_inputs -no_clocks]
set_input_delay [expr $clk_period * $clk_io_pct] -clock clk0 $non_clock_inputs
set_output_delay [expr $clk_period * $clk_io_pct] -clock clk0 [all_outputs]
```
`./design.v`:
```
`timescale 1ns / 1ps
module decoder_top(
    input PC_Write,
    input IR_Write,
    input clk_im,
    output [31:0] imm32,
    output [4:0] rs1,
    output [4:0] rs2,
    output [4:0] rd,
    output [6:0] opcode,
    output [2:0] funct3,
    output [6:0] funct7, 
    output [31:0] debug
    );
    wire [31:0] inst_Code;
    wire [31:0] instr;
    wire [31:0] pc;
    wire [31:0] new_pc;
    wire [5:0] addr;
    assign debug  = inst_Code;
    adder addr_module(
        .pc(pc),
        .new_pc(new_pc)
    );
    pc_reg pc_module(
        .PC_Write(PC_Write),
        .clk_im(clk_im),
        .now_pc(pc),
        .new_pc(new_pc),
        .addr(addr)
    );
   RAM_B memory (
      .clka(clk_im),     
      .wea(0),       
      .addra(addr),   
      .dina(0),     
      .douta(inst_Code)   
    );
    IR ir(
        .IR_Write(IR_Write),
        .clk_im(clk_im),
        .Inst_Code(inst_Code),
        .instr(instr)
    );
    ID1 id1(
        .instr(instr),
        .rs1(rs1),
        .rs2(rs2),
        .rd(rd),
        .opcode(opcode),
        .funct3(funct3),
        .funct7(funct7),
        .imm(imm32)
    );
endmodule
module IR(
    input IR_Write,
    input clk_im,
    input [31:0] Inst_Code,
    output [31:0] instr
    );
    reg [31:0] ir;
    always@(negedge clk_im)begin
        if(IR_Write)ir = Inst_Code;
    end
    assign instr = ir;
endmodule
module adder(
    input [31:0] pc,
    output [31:0] new_pc
    );
    reg [31:0] A = 0;
    always@(*)begin
        A = pc + 4;
    end
    assign new_pc = A;
endmodule
module pc_reg(
    input PC_Write,
    input clk_im,
    input [31:0] new_pc,
    output [31:0]now_pc,
    output [5:0] addr
    );
    reg [31:0] pc = 0;
   always@(negedge clk_im)begin
        if(PC_Write)pc = new_pc;
   end
   assign now_pc = pc;
   assign addr = pc[7:2];
endmodule
module ID1 (
  input  [31:0] instr,      
  output  [4:0] rs1,   
  output  [4:0] rs2,   
  output  [4:0] rd,   
  output  [6:0] opcode,
  output  [2:0] funct3,      
  output  [6:0] funct7,      
  output reg [31:0] imm
);
    assign rs1 = instr[19:15]; 
    assign rs2 = instr[24:20];
    assign rd = instr[11:7]; 
    assign funct7 = instr[31:25]; 
    assign funct3 = instr[14:12]; 
    assign opcode = instr[6:0];
    wire [31:0] I1imm = {27'b0,instr[24:20]};
    wire [31:0] I2imm = {{21{instr[31]}}, instr[30:20]};
    wire [31:0] Simm = {{21{instr[31]}}, instr[30:25], instr[11:7]};
    wire [31:0] Bimm = {{20{instr[31]}}, instr[7], instr[30:25], instr[11:8], 1'b0};
    wire [31:0] Uimm = {instr[31:12], 12'b0};
    wire [31:0] Jimm = {{12{instr[31]}}, instr[19:12], instr[20], instr[30:21], 1'b0};   
    reg flag;
    initial flag = 0;
    always @(*)begin
        case(opcode)
            7'b1101111: imm = Jimm;
            7'b0110011: imm = 0;
            7'b0010011: flag = 1;
            7'b0000011: imm = I2imm;
            7'b1100111: imm = I2imm;
            7'b0100011: imm = Simm;
            7'b1100011: imm = Bimm;
            7'b0110111: imm = Uimm;
            7'b0010111: imm = Uimm;
        endcase
        if(flag)begin
            case(funct3)
                3'b001: imm = I1imm;
                3'b101: imm = I1imm;
                default: imm = I2imm;
            endcase
            flag = 0;
        end
    end
endmodule
```
`./run.sh`:
```
#!/bin/bash
# OpenROAD 26Q1-2900-gdf79404cd8, Yosys 0.63+post, stock flow scripts
make -C /OpenROAD-flow-scripts/flow DESIGN_CONFIG=/design/flow/config.mk WORK_HOME=/design/flow/orfs finish
```
==> deck_impl_summary.md <==
Key Metrics from the Run

Yosys
  – Top area cell types: edfxtp_1 (95%), buf_4 (4.5%), inv_1 (0.37%)
  – Syn_area_per_cell: 25.9 sq um
  – Register share after synthesis: 95.2%
  – Synth flops: 32
  – Yosys stat chip area: 1010 sq um
  – Count of cell types in the netlist: 3
  – Synth cell count leaders: edfxtp_1 (32), buf_4 (6), inv_1 (1)
  – Yosys stat cell total: 39
  – Area of the mapped netlist: 1010 sq um
  – Synthesis Warnings: 1
  – Top cell area share: 95.2%
  – FFs w/ async S/R, synth: 0%
  – Flip-flops with a built-in enable: 32
  – Post-Synthesis Cells: 39
  – Commonest flop: edfxtp_1
  – Cell with the most instances after synthesis: edfxtp_1
  – Area leader, netlist: edfxtp_1

Route
  – Drc violations: 0
  – Vias: 747
  – WL per Instance: 12.0 um
  – WL final: 2260 um
  – Iter 0 DRT Violations: 11
  – ANT nets after route: 0
  – Vias per cell: 3.95
  – Diode count: 0
  – Drt pass-1 iters: 4

Die
  – Die width: 60.0 um
  – Die Span Y: 60.0 um
  – Floorplan core area: 3130 sq um
  – Row count: 20
  – Total Die Area: 3600 sq um
  – FP Core Util: 32.3%
  – Boundary pin count: 72

Job
  – Max Cap Viol: 0
  – Tool warnings: 60

Pwr
  – Sw Ratio: 26.1%
  – Peak supply drop: 0.878 mV
  – Static Leakage: 0.821 nW
  – Sequential share of power: 54.0%
  – Clock power frac: 36.8%
  – Sw Pwr: 0.788 mW
  – PwrDens: 1700 nW/um^2
  – Comb power frac: 9.2%
  – P_int: 2.23 mW

CTS
  – CTS root buf: clkbuf_4
  – CTS tree: built
  – Clk sinks: 32
  – CTS Buf Count: 5
  – CTS H-Tree Depth: 2
  – CTS hold repair buffers: 0
  – Clk pin slew, worst setup/hold paths: 0.03 ns
  – Maximum clock path buffer count: 2

STA
  – Worst slew pin tran: 0.126 ns
  – Slew headroom: 91.7%
  – Worst hold margin: 0.755 ns
  – Endpoints failing setup: 38
  – Final hold violations: 0
  – Final Max-Slew Violation Tally: 0
  – Unrepaired setup endpoints after global routing: yes
  – Setup_tns: -20.61 ns
  – Final WS setup: -0.569 ns

Critical path
  – Worst path max stage delay: 0.37 ns
  – Family with the most delay on the worst path: flip-flops
  – Highest fanout seen on the critical path: 2
  – Buf/Inv on CP: 1
  – Worst EP arrival: 1.37 ns
  – Max stage delay cell, worst path: edfxtp_1
  – Cell Chain, Critical Path: buf_2
  – Worst Setup Start Kind: flop
  – CP Capture Type: output port
  – Crit path kind: reg -> out
  – Crit path required time: 0.80 ns

Final layout
  – Synth-to-Final Area Change: 76.0%
  – Non-filler cells, final: 189
  – Final core utilization: 56.8%
  – Share of layout cells above drive strength 1: 33.8%
  – Gate Area: 0 sq um
  – #MultiIn Comb: 0
  – Largest register FFs: 32

Hold path
  – Hold Path Sink: pc[31]
  – Worst Hold Launch: PC_Write
  – HP Class: in -> reg
  – Worst hold path depth: 2

Outcome
  – Failing checks: setup timing
  – Status: finished, violations left

Global routing
  – Largest net degree at the start of global routing: 17
  – Grt ovf: 0
  – Gr usage total: 13.4%
  – Number of global-route vias before repair: 746
  – First-pass GRT wire length: 3230 um
  – Number of antenna violations at the first check in global routing: 0

Placement
  – Routability-driven placement congestion ratio: 0.680
  – PortBufs: 71
  – Placed cell count: 149
## final cells by class
class                 count  area, sq um
Tap cell                 44         55.1
Timing Repair Buffer     74          593
Fill cell               281         1350
Clock buffer              5         37.5
Sequential cell          32          961
Clock inverter           34          130
## timing repair
item / CTS / global route
resized: 121 / 0
endpoints found under the hold margin: 0 / 0
setup endpoints to repair: 70 / 38
buffers inserted: 0 / 0
cloned: 2 / 0
## through the flow
stage               power [mW]  area (sq um)  worst slack [ns]
floorplan                 1.84          1010            -0.154
global placement          2.20          1750            -0.743
detailed placement        2.21          1750            -0.747
CTS                       3.11          1780            -0.602
global route              3.29          1780            -0.644
finish                    3.02          1780            -0.569
## cells in the final DEF, fill, tap and decap left out
| master | n |
|---|---|
| clkdlybuf4s50_1 | 32 |
| buf_12 | 1 |
| buf_2 | 38 |
| clkinvlp_2 | 2 |
| edfxtp_1 | 32 |
| clkbuf_4 | 5 |
| buf_16 | 2 |
| buf_4 | 1 |
| inv_1 | 32 |
## worst max-delay path by stage
stage | startpoint | end | slack, ns | depth (start not counted)
final | pc[3] | addr[1] | -0.57 | 1
after global routing | pc[5] | now_pc[5] | -0.64 | 1
after CTS | pc[3] | addr[1] | -0.60 | 1
## routing by layer
metal  vias up  part of all wire (%)  global-route usage, %
met2        51                    42                   16.7
met5         -                     0                      0
met4         0                   1.0                   5.32
met3         4                    15                   9.41
li1        357                     -                      -
met1       335                    41                   19.2
## power groups by stage
stage	Combinational (mW)	Sequential (mW)	Clock, mW
4_1_cts	0.284	1.63	1.19
6_report	0.277	1.63	1.11
5_1_grt	0.304	1.63	1.36
## kinds of logic after synthesis
kind of cell	Yosys count	synth area share, %
buf+inv	7	4.83
flops	32	95.2
Power figures rest on the tool's default switching activity, not on a simulated workload.
